### constraint.sdc
current_design ram16x8

set clk_period 4.4
set clk_io_pct 0.2

create_clock -name clk0 -period $clk_period [get_ports {clk}]

set non_clock_inputs [all_inputs -no_clocks]
set_input_delay [expr $clk_period * $clk_io_pct] -clock clk0 $non_clock_inputs
set_output_delay [expr $clk_period * $clk_io_pct] -clock clk0 [all_outputs]
### design.v
`timescale 1ns/1ps
module ram16x2 (
    input clk,
    input we,
    input en,
    input [3:0] addr,
    input [1:0] datain,
    output reg [1:0] dataout
);
    reg [1:0] data [15:0];
    integer i;
    initial begin
        for (i = 0; i < 16; i = i + 1) begin
            data[i] = 2'b00;
        end
        dataout = 2'b00;
    end
    always @(posedge clk) begin
        if (en) begin
            if (we) begin
                data[addr] = datain;
            end
            dataout = data[addr];
        end
    end
endmodule
module ram16x8 (
    input clk,               
    input we,                
    input en,                
    input [3:0] addr,        
    input [7:0] datain,      
    output [7:0] dataout     
);
    ram16x2 r0(
        .clk(clk),
        .we(we),
        .en(en),
        .addr(addr),
        .datain(datain[1:0]),
        .dataout(dataout[1:0])
    );
    ram16x2 r1(
        .clk(clk),
        .we(we),
        .en(en),
        .addr(addr),
        .datain(datain[3:2]),
        .dataout(dataout[3:2])
    );
    ram16x2 r2(
        .clk(clk),
        .we(we),
        .en(en),
        .addr(addr),
        .datain(datain[5:4]),
        .dataout(dataout[5:4])
    );
    ram16x2 r3(
        .clk(clk),
        .we(we),
        .en(en),
        .addr(addr),
        .datain(datain[7:6]),
        .dataout(dataout[7:6])
    );
endmodule
### run.sh
#!/bin/bash
# OpenROAD 26Q1-2900-gdf79404cd8, Yosys 0.63+post, stock flow scripts
make -C /OpenROAD-flow-scripts/flow DESIGN_CONFIG=/design/flow/config.mk WORK_HOME=/design/flow/orfs finish
### config.mk
export PLATFORM = sky130hd
export DESIGN_NAME = ram16x8
export DESIGN_NICKNAME = ram16x8
export VERILOG_FILES = /design/flow/design.v
export SDC_FILE = /design/flow/constraint.sdc
export NUM_CORES = 4
export LEC_CHECK = 1
export CORE_UTILIZATION = 50
==> impl_metrics.yaml <==
# flow metrics
floorplan:
  die_y_um: 125.7
  coreArea_sq_um: 14700
  ioPinCount: 23
  rows: 44
  fp-utilization_pct: 52.01
  die_w_um: 125.7
  die-area_sq_um: 15790
global_route:
  grt_max_degree: 84
  track_usage_pct: 31.50
  grt_pass1_vias: 5263
  grt_antenna_before_repair: 0
  grt_overflow: 0
  grt_pass1_wl_mm: 33.94
clock_tree:
  htree_num_levels: 4
  cts_tree: "built"
  cts_sinks: 136
  path_clk_slew_ps: 60
  clkLatencyLatePin_ps: 420
  clockBufferDepth: 2
  cts_root_buffer: "clkbuf_16"
  cts_resized: 0
  cts_hold_buf: 0
  cts_inserted_buffers: 17
  cts_setup_buffers: 0
worst_setup_path:
  required_ps: 4530
  r2r_end: "r1.dataout[0]"
  cp_cell_sequence: "buf_2 > buf_4 > and2b_1 > a22oi_1 > o22ai_1 > a311oi_1 > a31oi_1"
  cp_top_family: "AND-OR/OR-AND gates"
  crit_cells: 7
  startpoint_type: "primary input"
  critPathArrivalTime_ps: 3250
  cpPeakStageDelay_ps: 490
  crit_slowest_cell: "buf_4"
  crit_path_end_kind: "register"
  crit_type: "primary input to register"
  ff2ff_path_depth: 4
  ff2ff_setup_slack_ps: 2510
  path_max_fanout: 33
  reg2reg_from: "r1.data[13][0]"
  critical_path_buf_inv_count: 2
power:
  leakagePower_nw: 2.922
  ir_worst_vdd_v: 0.0002937
  power_density_nw_per_um2: 398.2
synthesis:
  async_reset_ff_share_pct: 0
  ys_warn_count: 2
  flop_cell: "edfxtp_1"
  ys_ff: 136
  yosysCellCount: 587
  yosys_area_sq_um: 7645
  ys_seq_share_pct: 53.42
  syn_area_sq_um: 7645
  synthCells: 587
  edf_count: 136
  postSynthAreaPerCell_sq_um: 13.02
  synth_cell_types: 68
worst_hold_path:
  hp-class: "register to register"
  holdPathStages: 1
  holdPathEnd: "r2.data[8][0]"
  holdCritStartpoint: "r2.data[8][0]"
final_layout:
  area_growth_syn_to_layout_pct: 12.05
  drive_above_1_share_pct: 34.69
  final_cell_mix: "edfxtp_1 (136), mux2_2 (132), mux2i_1 (30)"
  stdcell_count: 798
  lay_top_count: "edfxtp_1"
routing:
  drt-vias-per-instance: 6.682
  drt_pass1_iterations: 22
  postRouteAntennaNets: 0
  route.vias.total: 5332
  antennaDiodeCount: 0
  post_drt_wl_per_cell_um: 27.81
  route.detailed.drc: 0
  wirelength_mm: 22.19
  drtIter0Drc: 482
final_timing:
  fmax_mhz: 320.7
  grt_setup_unrepaired: "false"
  maxSlewHeadroom_pct: 48.58
  timing.final.crit_share_pct: 70.87
  slew_viol_final: 0
  hold_violations: 0
  setup_viol: 0
  tightestPinTransition_ps: 771.2
  tns_ps: 0
  fin_crit_ps: 3118
  clock_skew_ps: 6.108
placed_design:
  routabilityCongestion: 0.9778
  io_buffers: 22
  place_inst: 767
  dp_hpwl_mm: 14.80
run:
  tool_warnings: 25
  max_cap_violations: 0
outcome:
  status: "finished clean"
## routing by layer
layer	share of wire [%]	GRT usage (%)
met4	2.6	7.461
met5	0	0
met2	46	45.62
met1	41	49.85
met3	10	10.43
## Yosys cell counts, drive strengths merged (6+ instances only)
| cell | n | share of area [%] |
|---|---|---|
| nand2 | 28 | 1.4 |
| mux2 | 132 | 19 |
| nand4 | 8 | 0.65 |
| buf | 28 | 2.4 |
| nand3 | 25 | 1.8 |
| nor2 | 24 | 1.6 |
| a21boi | 6 | 0.59 |
| nand2b | 7 | 0.57 |
| and3 | 7 | 0.57 |
| nor3 | 10 | 0.80 |
| a31oi | 7 | 0.57 |
| clkbuf | 16 | 0.79 |
| mux2i | 30 | 3.9 |
| edfxtp | 136 | 53 |
| a21oi | 20 | 1.3 |
| o21ai | 18 | 1.2 |
## worst reg2reg max path, cell delays in order, from the launching register on
cell and delay (ps):
edfxtp_1 400, a22oi_1 360, o22ai_1 160, a311oi_1 470, a31oi_1 200
## report_power, final
group / internal (mW) / leakage (nW) / total [mW] / switching [mW]
sequential: 1.53 / 1.33 / 1.58 / 0.0444
clock: 0.891 / 0.286 / 1.45 / 0.562
combinational: 0.157 / 1.30 / 0.381 / 0.225
## sequential cells by signal (all words and copies together), names as in the netlist
signal,flops
r2.dataout,2
r2.data,32
r3.dataout,2
r0.dataout,2
r0.data,32
r3.data,32
r1.data,32
r1.dataout,2
## area by class of cell
type / count / area [sq um]
clock inverter: 14 / 171.4
clock buffer: 17 / 425.4
multi-input combinational: 403 / 3303
sequential: 136 / 4084
fill: 1173 / 6133
timing repair buffer: 40 / 336.6
inverter: 4 / 15.01
tap: 184 / 230.2
## how the worst max path moves through the flow
stage       start            end  slack, ps
4_1_cts   addr[0]  r1.dataout[0]       1330
5_1_grt   addr[0]  r1.dataout[0]       1230
6_report  addr[0]  r1.dataout[0]       1280
## through the flow
stage	utilization [%]	worst slack [ps]	area (sq um)	hold WS (ps)	power, mW
detailed placement	54.21	866.6	7969	565.1	1.977
floorplan	-	2081	7645	543.3	1.815
finish	58.27	1282	8566	578.2	3.411
CTS	58.27	1329	8566	579.8	3.427
global route	58.27	1225	8566	585.1	3.522
global placement	54.21	792.9	7969	559.4	1.974
## logic make-up (layout without fill, tap and decap cells)
logic type | after synthesis | count (layout) | share of synthesized area, %
XOR/XNOR | 1 | 1 | 0.1146
AND/OR/NAND/NOR | 138 | 138 | 10.44
buffers and inverters | 48 | 75 | 3.371
AND-OR/OR-AND | 102 | 102 | 9.280
multiplexers | 162 | 162 | 23.37
flip-flops | 136 | 136 | 53.42
Power figures rest on the tool's default switching activity, not on a simulated workload.
