==> design.v <==
`timescale 1ns/1ps
module muxnto1 #(
    parameter Sel_Width = 4,     
    parameter WIDTH = 8          
) (
    input [WIDTH-1:0] a0,
    input [WIDTH-1:0] a1,
    input [WIDTH-1:0] a2,
    input [WIDTH-1:0] a3,
    input [WIDTH-1:0] a4,
    input [WIDTH-1:0] a5,
    input [WIDTH-1:0] a6,
    input [WIDTH-1:0] a7,
    input [WIDTH-1:0] a8,
    input [WIDTH-1:0] a9,
    input [WIDTH-1:0] a10,
    input [WIDTH-1:0] a11,
    input [WIDTH-1:0] a12,
    input [WIDTH-1:0] a13,
    input [WIDTH-1:0] a14,
    input [WIDTH-1:0] a15,
    input [Sel_Width-1:0] s,
    output reg [WIDTH-1:0] q
);
    always @(*) begin
        case (s)
            0: q = a0;
            1: q = a1;
            2: q = a2;
            3: q = a3;
            4: q = a4;
            5: q = a5;
            6: q = a6;
            7: q = a7;
            8: q = a8;
            9: q = a9;
            10: q = a10;
            11: q = a11;
            12: q = a12;
            13: q = a13;
            14: q = a14;
            15: q = a15;
            default: q = 0;
        endcase
    end
endmodule
module muxnto1_sim (
    input [7:0] a0,
    input [7:0] a1,
    input [7:0] a2,
    input [7:0] a3,
    input [7:0] a4,
    input [7:0] a5,
    input [7:0] a6,
    input [7:0] a7,
    input [2:0] s,
    output [7:0] q
);
    muxnto1 #(3, 8) u(.a0(a0), .a1(a1), .a2(a2), .a3(a3),
        .a4(a4), .a5(a5), .a6(a6), .a7(a7), .a8(0), .a9(0),
        .a10(0), .a11(0), .a12(0), .a13(0), .a14(0), .a15(0),
        .s(s), .q(q));
endmodule
==> run.sh <==
#!/bin/bash
# OpenROAD 26Q1-2900-gdf79404cd8, Yosys 0.63+post, stock flow scripts
make -C /OpenROAD-flow-scripts/flow DESIGN_CONFIG=/design/flow/config.mk WORK_HOME=/design/flow/orfs finish
==> config.mk <==
export PLATFORM = sky130hd
export DESIGN_NAME = muxnto1_sim
export DESIGN_NICKNAME = muxnto1_sim
export VERILOG_FILES = /design/flow/design.v
export SDC_FILE = /design/flow/constraint.sdc
export NUM_CORES = 4
export LEC_CHECK = 1
export CORE_AREA = 10 10 70 70
export DIE_AREA = 0 0 80 80
==> constraint.sdc <==
current_design muxnto1_sim

set clk_period 2.7
set clk_io_pct 0.2

create_clock -name clk0 -period $clk_period

set non_clock_inputs [all_inputs -no_clocks]
set_input_delay [expr $clk_period * $clk_io_pct] -clock clk0 $non_clock_inputs
set_output_delay [expr $clk_period * $clk_io_pct] -clock clk0 [all_outputs]
==> flow_summary.ini <==
; physical design summary
[outcome]
outcome = finished, final reports clean

[critical_path]
timing.critical_path.from_type = input port
cp.required_ns = 2.16
worstPathArrival_ns = 2.05
cp_max_fo = 10
cp-end-kind = output port
critPathMaxStageDelay_ns = 0.41
cp_slowest_cell = clkdlybuf4s50_1
critPathKind = in2out
crit_chain = dlygate4sd2_1, buf_12, buf_4, nand4b_1, o21ai_0, a221oi_1, a21oi_1, clkdlybuf4s50_1

[yosys]
ys_seq_share_pct = 0
synth_area_per_cell_um2 = 7.41
yosysWarnings = 9
top_cells_by_area = mux2i_1 37%, o22a_1 9.2%, a211oi_1 7.9%, buf_6 7.9%, nor2_1 7.2%
synth.largest_area_cell = mux2i_1
top_cells_by_count = 21 x mux2i_1, 11 x nor2_1, 6 x a211oi_1, 6 x o22a_1, 6 x o22ai_1
synth_cell_types = 20
ys_cells = 77
top_cell_area_share_pct = 36.8
syn_inst = 77
yosys_area_um2 = 571
most_common_cell = mux2i_1
synth.cell_area_um2 = 571

[timing]
rsz0062_at_grt = true
fmax_ghz = 0.386
period_needed_ns = 2.59
tns_ns = 0
hold_violations = 0
setup-violations-final = 0
worst_pin_slew_ns = 0.249
slew_headroom_pct = 83.3
fin_crit_sh_pct = 95.9
maxSlewViolCount = 0

[detailed_routing]
wl_mm = 3.07
initialDrtViolationCount = 6
post_drt_wl_per_cell_um = 15.3
firstDrtPassIters = 4
drc = 0
insertedDiodeCount = 0
postRouteAntennaNets = 0
vias_per_cell = 4.44
vias = 888

[min_path]
hold_class = in2out

[die]
fp.dieW_um = 80
die_y_um = 80
rows = 21
fp_util_pct = 16.7
fp.coreArea_um2 = 3420
io_pins = 75
dieArea_um2 = 6400

[grt]
track_usage_pct = 8.80
grt_overflow = 0
grt_antenna_before_repair = 0
grt_max_degree = 14
grt_pass1_wl_mm = 4.62
grt_pass1_vias = 935

[cells_and_area]
regArea_um2 = 0
nClkBuffers = 0
drive_gt1_share_pct = 9.74
syn_to_final_growth_pct = 152
flops = 0
n_fill_cell = 348
logic_area_um2 = 542

[flow_run]
tool_warnings = 33
max-cap-violations = 0

[placement]
hpwl_mm = 2.81
globalplace.congestion = 0.829
portBuffers = 75

[power_and_ir_drop]
p_total_uw = 219
total_leakage_power_nw = 0.578
ir_drop_uv = 57.9
cellPowerDensity_nw_per_um2 = 152

[clock_tree]
post_cts_buffers = 0
cts_hold_buffers = 0
==> where the power goes <==
part | internal, mW | switching [mW] | leakage (nW)
clock network | 0 | 0 | 0
logic | 0.156 | 0.0627 | 0.578
registers | 0 | 0 | 0
total | 0.156 | 0.0627 | 0.578
==> metrics by stage <==
stage | util [%] | cells | hold slack (ns) | setup WS, ns | instance area (µm²)
6_report | 42.0 | 200 | 2.02 | 0.111 | 1440
3_3_place_gp | 40.9 | 200 | 2.05 | -0.153 | 1400
5_1_grt | 42.0 | 200 | 2.10 | -0.00201 | 1440
2_1_floorplan | - | 77 | 1.16 | 0.863 | 571
3_5_place_dp | 40.9 | 200 | 2.05 | -0.152 | 1400
4_1_cts | 42.0 | 200 | 2.05 | 0.0818 | 1430
==> worst max-delay path, delay by kind of cell <==
kind	cells	cell delay, ns
simple gates	1	0.09
buf+inv	4	1.01
compound gates	3	0.41
==> kinds of logic after synthesis <==
group / share of synthesized area, %
compound gates: 32.0
simple gates: 20.2
mux: 36.8
buf+inv: 11.0
==> repair_timing <==
action,in CTS,in global routing
gates cloned,0,0
resized,11,1
setup endpoints to repair,8,2
pin swaps,0,2
==> metal layers <==
layer,global-route usage [%],wire [µm]
met1,11.1,1290
met5,0,0
met4,0,0
met2,15.3,1540
met3,2.39,231
==> layout by cell type (no fill, tap or decap), drive strengths merged, types with 2 or more instances in the layout <==
cell           count
nor2              11
dlygate4sd2        2
nand2              4
mux2i             21
buf                9
a221oi             2
nand2b             4
o22a               6
clkdlybuf4s50     72
a21oi              2
a211oi             6
o22ai              6
==> final timing paths <==
check,end,start,slack (ns),depth (start not counted)
hold / removal,q[0],s[1],2.02,5
setup / recovery,q[0],s[2],0.11,8
==> layout make-up <==
type | instances | area share [%]
Multi-Input combinational cell | 70 | 37.8
Tap cell | 46 | 4.01
Timing Repair Buffer | 84 | 58.2
No activity file was given, so power comes from the tool's default toggle rates.
