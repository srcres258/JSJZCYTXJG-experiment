### ./config.mk
export PLATFORM = sky130hd
export DESIGN_NAME = mulu_sim
export DESIGN_NICKNAME = mulu_sim
export VERILOG_FILES = /design/flow/design.v
export SDC_FILE = /design/flow/constraint.sdc
export NUM_CORES = 4
export LEC_CHECK = 1
export CORE_UTILIZATION = 40
### ./constraint.sdc
current_design mulu_sim

set clk_period 103.8
set clk_io_pct 0.2

create_clock -name clk0 -period $clk_period

set non_clock_inputs [all_inputs -no_clocks]
set_input_delay [expr $clk_period * $clk_io_pct] -clock clk0 $non_clock_inputs
set_output_delay [expr $clk_period * $clk_io_pct] -clock clk0 [all_outputs]
### ./design.v
`timescale 1ns/1ps
module mulu #(
    parameter WIDTH = 8
) (
    input [WIDTH-1:0] a,         
    input [WIDTH-1:0] b,         
    output reg [WIDTH*2-1:0] c   
);
    integer i;
    always @(a or b) begin
        c = 0;
        for (i = 0; i < WIDTH; i = i + 1) begin
            if (b[i]) begin
                c = c + (a << i);
            end
        end
    end
endmodule
module mulu_sim (
    input [31:0] a,
    input [31:0] b,
    output [63:0] c
);
    mulu #(.WIDTH(32)) u(a, b, c);
endmodule
### ./run.sh
#!/bin/bash
# OpenROAD 26Q1-2900-gdf79404cd8, Yosys 0.63+post, stock flow scripts
make -C /OpenROAD-flow-scripts/flow DESIGN_CONFIG=/design/flow/config.mk WORK_HOME=/design/flow/orfs finish
==> results_dict.tcl <==
# flow metrics
set metrics [dict create \
    core_um2 168000 \
    hp-class "in -> out" \
    place_area_um2 72400 \
    ir_worst_vdd_uv 4720 \
    path_class "in -> out" \
    area_growth_pct 6.64 \
    seq_area_um2 0 \
    maxSlewHeadroom -0.0295 \
    p_leak_nw 32.3 \
    critPathMaxFanout 35 \
    drt-pass1-iter-count 8 \
    syn-cell-area_um2 67900 \
    power_switching_share 0.578 \
    ys_cells 10100 \
    top_cell_area_share 0.191 \
    drc 0 \
    routed_wl_um 352000 \
    dp_cells 12300 \
    top_area_cell "ha_1" \
    ys_seq_frac 0 \
    floorplan.rows 150 \
    yosysMostFrequentCell "ha_1" \
    crit_path_start_kind "input port" \
    grt_pass1_vias 74300 \
    fin_crit_ps 100680 \
    pwr_density_cell_nw_per_um2 1860 \
    rsz0062_at_grt "no" \
    die_width_um 414 \
    grtUsageTotal 0.403 \
    ys_area_um2 67900 \
    status "finished, violations left" \
    synth_cell_type_count 115 \
    tns_ps 0 \
    die_area_um2 171000 \
    dp_hpwl_um 284000 \
    nClkBuffers 0 \
    dr_total_vias 81400 \
    grt-ovfl-total 0 \
    port_buffers 128 \
    violations "max-capacitance violations, max-slew violations" \
    p_sw_mw 78.0 \
    ys_warn_count 1 \
    fin_area_um2 72400 \
    ios 128 \
    pre_cts_slack_ps 3630 \
    cp.required_ps 83040 \
    gp_congestion 1.10 \
    final_antenna_net_count 0 \
    internal_power_mw 57.0 \
    drive_gt1_frac 0.0735 \
    avgSynthCellArea_um2 6.74 \
    worst_slack_ps 3120 \
    cp_common_cell "ha_1" \
    fp.dieH_um 414 \
    avgRoutedWirePerCell_um 28.5 \
    top_cells_by_count "ha_1 (1036), nand2_1 (1015), a21oi_1 (959)" \
    drt_iter0_markers 7499 \
    post_cts_buffers 0 \
    synthCells 10100 \
    antenna_found_initial 13 \
    hold_buffers 0 \
    cp.arrival_ps 79920 \
    tightest_slew_ps 1510 \
    fin_crit_sh 0.970 \
    worst_path_max_delay_cell "a2111oi_0" \
    area_leaders "ha_1 (19%), a21oi_1 (7.1%), xnor2_1 (5.6%)" \
    viasPerCell 6.59 \
    final_max_slew_viol_count 3 \
    slowest_delay_ps 1210 \
    grt_pass1_wl_um 503000 \
    ff_count 0 \
    stdcell_count 12300 \
    cp-end-kind "output pin" \
    warnings 79 \
    clock.fmax_ghz 0.00993 \
    grt_max_degree 60 \
    timing_hold_violations_final 0 \
    maxCapViolations 1 \
    setup_viol 0 \
    fp_util 0.405 \
]
## metrics by stage
stage	util	total power, mW	hold WS [ps]
CTS	0.431	134	42520
finish	0.431	135	42510
global placement	0.431	133	42540
detailed placement	0.431	133	42520
floorplan	-	96.4	41600
global route	0.431	147	42560
## area by class of cell
| type | count | area (um2) |
|---|---|---|
| inverters | 423 | 1590 |
| fillers | 17400 | 95400 |
| well taps | 2204 | 2760 |
| repair buffers | 390 | 2980 |
| diodes | 8 | 20.0 |
| multi-input cells | 9323 | 65100 |
## power by group through the flow
stage,clock [mW],combinational [mW],sequential (mW)
after CTS,0,134,0
after global routing,0,147,0
## cells in the final DEF (no fill, tap or decap), types with 106 or more instances in the layout
master | synthesis | routed
xor2_1 | 277 | 277
a211oi_1 | 160 | 159
xnor2_1 | 437 | 437
nand2_1 | 1015 | 1015
and2_1 | 113 | 113
o21a_1 | 273 | 273
o21bai_1 | 130 | 130
nand2b_1 | 162 | 162
o211ai_1 | 111 | 111
mux2_2 | 182 | 182
o31ai_1 | 108 | 106
a31oi_1 | 156 | 156
nor2_1 | 918 | 918
nand3_1 | 229 | 229
nor3_1 | 225 | 225
ha_1 | 1036 | 1036
inv_1 | 404 | 403
buf_4 | 2 | 261
a21oi_1 | 959 | 959
a21o_1 | 436 | 436
o21ai_0 | 723 | 722
## worst paths after layout
check / startpoint / endpoint / slack (ps) / cells after the start
setup / recovery: b[0] / c[61] / 3120 / 229
hold / removal: a[0] / c[0] / 42510 / 4
## logic make-up after synthesis
family	synth area share
xor+xnor	0.0921
compound gates	0.393
buf+inv	0.0423
simple gates	0.229
mux	0.0432
fa+ha+maj	0.200
## metal layers
metal / track usage / wire [um] / vias to the layer above
li1: - / - / 38300
met1: 0.505 / 141000 / 38200
met2: 0.627 / 152000 / 3794
met3: 0.0662 / 27400 / 1039
met4: 0.287 / 31500 / 10
met5: 0 / 54 / -
## worst max-delay path, delay by kind of cell
| family | cells | cell delay, ps |
|---|---|---|
| xor gates and xnor gates | 19 | 4250 |
| buffers and inverters | 15 | 2350 |
| and+or+nand+nor | 57 | 10440 |
| muxes | 8 | 1980 |
| adders and majority gates | 32 | 11560 |
| AOI/OAI and AO/OA | 98 | 28410 |
## what timing repair did
action / CTS / global route
endpoints found under the setup margin: 0 / 9
hold endpoints to repair: 0 / 0
resized: 0 / 3
Power and IR drop assume default switching activity.
